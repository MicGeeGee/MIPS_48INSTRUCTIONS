**run.sh**
```bash
#!/bin/bash
# OpenROAD 26Q1-2900-gdf79404cd8, Yosys 0.63+post, stock flow scripts
make -C /OpenROAD-flow-scripts/flow DESIGN_CONFIG=/design/flow/config.mk WORK_HOME=/design/flow/orfs finish
```
**config.mk**
```make
export PLATFORM = sky130hd
export DESIGN_NAME = ALUControl
export DESIGN_NICKNAME = ALUControl
export VERILOG_FILES = /design/flow/design.v
export SDC_FILE = /design/flow/constraint.sdc
export NUM_CORES = 4
export LEC_CHECK = 1
export CORE_AREA = 10 10 70 70
export DIE_AREA = 0 0 80 80
```
**constraint.sdc**
```tcl
current_design ALUControl

set clk_period 1.8
set clk_io_pct 0.2

create_clock -name clk0 -period $clk_period

set non_clock_inputs [all_inputs -no_clocks]
set_input_delay [expr $clk_period * $clk_io_pct] -clock clk0 $non_clock_inputs
set_output_delay [expr $clk_period * $clk_io_pct] -clock clk0 [all_outputs]
```
**design.v**
```verilog
module ALUControl(isRType,ALUOp2,ALUOp1,ALUOp0,funct,ALUCtl_o);
  input ALUOp2;
  input ALUOp1;
  input ALUOp0;
  input isRType;
  input[5:0] funct;
  output[3:0] ALUCtl_o;
  wire[5:0] f;
  wire[2:0] ALUOp;
  assign f=funct;
  assign ALUOp={ALUOp2,ALUOp1,ALUOp0};
  assign ALUCtl_o[3]=isRType?
                    ((!f[4]&!f[3]&!f[2]&f[1])|
                     (!f[4]&!f[3]&f[1]&f[0])|
                     (!f[5]&!f[4]&!f[3]&!f[0])
                     ):0;
  assign ALUCtl_o[2]=isRType?
                  ( (!f[5]&!f[4]&!f[3]&f[1]&f[0])|
                    (f[5]&!f[4]&f[3]&!f[2]&f[1])|
                    (f[5]&!f[4]&!f[3]&f[2]&f[1]&!f[0])):ALUOp[2];
  assign ALUCtl_o[1]=isRType?
                    ((!f[5]&!f[4]&!f[3]&!f[0])|
                     (f[5]&!f[4]&!f[3]&f[2]&!f[1])|
                     (!f[4]&!f[3]&f[2]&!f[1]&!f[0])|
                     (f[5]&!f[4]&f[3]&!f[2]&f[1]&f[0])):ALUOp[1];
  assign ALUCtl_o[0]=isRType?
                    ((f[5]&!f[4]&!f[3]&!f[2]&!f[1])|
                    (f[5]&!f[4]&!f[3]&!f[1]&f[0])|
                    (f[5]&!f[4]&!f[3]&f[2]&f[0])|
                    (!f[5]&!f[4]&!f[3]&f[1]&!f[0])|
                    (f[5]&!f[4]&f[3]&!f[2]&f[1]&!f[0])):ALUOp[0];
endmodule
```
==> commit_impl_results.txt <==
Refresh implementation metrics

* Area of all sequential standard cells: 0 sq um
* Count of clock buffers in the final design: 0
- The worst setup path is captured at a primary output.
* Final wirelength: 663 um
- Looking at the critical path, the highest net fanout was 4.
* # fillers: 405
- Finish-stage setup viols: 0
- In the final timing run, aggregate negative setup slack is 0 ns.
* Post-synth area from yosys stat: around 140 sq um
* Placed cell count: 89
- Count of routing violations after the opening detailed-route iteration: 4
- Maximum number of pins on one net before global-route repair: 7
- During synthesis, Yosys emitted a total of 0 warnings.
* PortBufs: 14
- Each instance of the synthesized netlist takes up on average 5.605 sq um.
* Total chip power: between 0.00005 and 0.00006 W
- The flow ran to the end, and the final reports show no timing, DRC or antenna violations.
- Horizontal extent of the die: 80 um
- The first global-routing pass estimated 1076 um of wire.
- Across all hold checks on the routed design, the worst slack comes to 1.228 ns.
- STA puts the critical path data required time at 1.44 ns.
- Count of tool warnings: 32
- From synthesis to final layout, the design area changed by 156.3%.
* Final period utilization: 0.9448
- 14 I/O pins were placed.
* Routability-driven placement congestion ratio: 0.7891
- Counting endpoints that fail hold in the final report gives 0.
- Per the power-grid run, VDD falls by no more than 16.17 uV.
- CP Launch Type: primary input
- Count of different cell masters after synthesis: 15
- Post-layout util: 0.1051
- Detailed routing inserted a total of 261 vias.
* Crit path arrival time: approximately 1.3 ns
- Power density over cell area: about 160 mW/mm^2
- Excluding fillers, the count of instances in the completed layout stands at 89.
* Post CTS Setup Buffer Count: 0
- Worst Hold Depth: 4
* Chip area: between 0.006 and 0.007 sq mm
- In this build the clock could be raised as far as 588.0 MHz.
- TritonRoute output was used to compute an average wire per cell of 7.449 um.
- Flops: 0
- Mapped cell area: 140.1 sq um
- The endpoint of the worst hold path is reported as ALUCtl_o[3].
- In the routed layout, each cell is associated on average with a via count of 2.933.
* Number of global-route vias before repair: 247
- For the pin with the worst max-slew slack, the measured transition is 0.1910 ns.
* Init Core Util: 0.04103
* LEAKAGE: 0.1522 nW
* Critical path type: in2out
* Cell row count: 21
* Final count of pins violating max slew: 0
- Per the final layout report, the fraction of cells sized above drive strength 1 comes to 0.09302.
- The routed layout reports a DRC error count of 0.
- For this design, Yosys synthesis ends with a cell count of 25.
- The first detailed-routing pass ran for 2 iterations.
* Number of antenna violations at the first check in global routing: 0
- Tot GR Track Use: 0.01940
* Vertical die dimension: 80 um
- For this run the detailed placement stage logged an HPWL of roughly 570 um.
- Clock period minus worst slack: approximately 1.7 ns
* Worst min-delay path category: in2out
* Proportion of synthesized chip area in sequential cells: 0
* Total inserted antenna cells: 0
- Tally of max-capacitance violations: 0
- In this run the standard cell core region covers between 0.003 and 0.004 sq mm.
- For this design, the CTS-stage hold fixing added 0 buffers.
- ANT nets after route: 0
- Per the hold report, the tightest min-delay path originates at isRType.
- Setup repair after global routing left no endpoint under its margin.
- Synthesized instance count: 25
- For this run the aggregate overflow at the end of global routing stands at 0.
* Worst slew margin relative to its limit: 0.8726
-- metrics by stage --
step / cell area [sq um] / setup WS (ns)
after CTS: 355.3 / 0.05820
after detailed placement: 367.9 / -0.4200
after global placement: 367.9 / -0.4284
final: 359.1 / 0.09936
after floorplan: 140.1 / 0.6107
after global routing: 359.1 / 0.007810
-- area by class of cell --
type,instances,area (sq um),area share
inverters,2,7.507,0.02091
repair buffers,18,161.4,0.4495
well taps,46,57.56,0.1603
multi-input cells,23,132.6,0.3693
-- Yosys cell counts --
| cell | instances | share of area |
|---|---|---|
| o211ai_1 | 1 | 0.054 |
| and2b_1 | 1 | 0.054 |
| inv_1 | 2 | 0.054 |
| and3b_1 | 1 | 0.063 |
| a32oi_1 | 1 | 0.063 |
| nor2b_1 | 1 | 0.045 |
| nand2b_1 | 1 | 0.045 |
| o21ai_0 | 1 | 0.036 |
| o2111ai_1 | 1 | 0.063 |
| nand4_1 | 2 | 0.089 |
| a31oi_1 | 3 | 0.13 |
| a21oi_1 | 1 | 0.036 |
| nor2_1 | 7 | 0.19 |
| nand2_1 | 1 | 0.027 |
| nor3b_1 | 1 | 0.054 |
-- cells in the final DEF (no fill, tap or decap) --
cell and n:
and2b_1 1, inv_1 2, and3b_1 1, a32oi_1 1, buf_4 4, o211ai_1 1
nand4_1 2, nand2b_1 1, o2111ai_1 1, o21ai_0 1, a21oi_1 1, dlygate4sd2_1 9
nor2b_1 1, nor3b_1 1, clkdlybuf4s50_1 3, nor2_1 7, dlymetal6s2s_1 1, clkdlybuf4s15_1 1
a31oi_1 3, nand2_1 1
-- worst max-delay path by stage --
stage | start | end
after global routing | funct[5] | ALUCtl_o[0]
final | funct[5] | ALUCtl_o[1]
after CTS | isRType | ALUCtl_o[2]
-- what timing repair did --
action                                  in CTS  in global routing
endpoints found under the setup margin       4                  3
pin swaps                                    6                  3
gates resized                               10                  2
-- layer usage --
| metal | up-vias | wire length [um] | track usage |
|---|---|---|---|
| met5 | - | 0 | 0 |
| met4 | 0 | 0 | 0 |
| met3 | 0 | 109 | 0.007955 |
| met2 | 12 | 246 | 0.03291 |
| met1 | 116 | 308 | 0.02373 |
| li1 | 133 | - | - |
-- cell families after synthesis --
group                  share of synthesized area
and+or+nand+nor                           0.5626
AOI/OAI and AO/OA                         0.3839
buffers and inverters                    0.05359
-- worst max-delay path, stage by stage --
cell	delay, ns
dlygate4sd2_1	0.26
and3b_1	0.19
a32oi_1	0.19
a31oi_1	0.09
dlygate4sd2_1	0.25
-- power by group --
group / total [W] / switching [W] / internal [W] / leakage, nW
Clock: 0 / 0 / 0 / 0
Combinational: 0.0000564 / 0.0000220 / 0.0000343 / 0.152
Sequential: 0 / 0 / 0 / 0
Total: 0.0000564 / 0.0000220 / 0.0000343 / 0.152
Power figures rest on the tool's default switching activity, not on a simulated workload.
