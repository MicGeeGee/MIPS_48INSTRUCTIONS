===== ./design.v =====
module RegFile   
(CLK,rs1,rs2,rd,
  data_w,data_r_1,data_r_2,RegWrite_en);
  input CLK;
  input[4:0] rs1;
  input[4:0] rs2;
  input[4:0] rd;
  input[31:0] data_w;
  input RegWrite_en;
  output[31:0] data_r_1;
  output[31:0] data_r_2;
  reg[31:0]regFile[0:31]; 
  assign data_r_1=rs1?((rs1==rd&&RegWrite_en)?data_w:regFile[rs1]):0;  
  assign data_r_2=rs2?((rs2==rd&&RegWrite_en)?data_w:regFile[rs2]):0;  
  initial
    begin
      regFile[29]='h2ffc;
      regFile[0]=0;
      regFile[28]='h1800;
    end
  always@(posedge CLK)
    begin
      if(RegWrite_en)
          regFile[rd]=data_w;
    end
endmodule

===== ./constraint.sdc =====
current_design RegFile

set clk_period 5.7
set clk_io_pct 0.2

create_clock -name clk0 -period $clk_period [get_ports {CLK}]

set non_clock_inputs [all_inputs -no_clocks]
set_input_delay [expr $clk_period * $clk_io_pct] -clock clk0 $non_clock_inputs
set_output_delay [expr $clk_period * $clk_io_pct] -clock clk0 [all_outputs]

===== ./run.sh =====
#!/bin/bash
# OpenROAD 26Q1-2900-gdf79404cd8, Yosys 0.63+post, stock flow scripts
make -C /OpenROAD-flow-scripts/flow DESIGN_CONFIG=/design/flow/config.mk WORK_HOME=/design/flow/orfs finish

===== ./config.mk =====
export PLATFORM = sky130hd
export DESIGN_NAME = RegFile
export DESIGN_NICKNAME = RegFile
export VERILOG_FILES = /design/flow/design.v
export SDC_FILE = /design/flow/constraint.sdc
export NUM_CORES = 4
export LEC_CHECK = 1
export CORE_UTILIZATION = 40

==> results_slide.txt <==
Run Summary

Die
  – Die Width: 347 um
  – Core ar.: 118000 sq um
  – Die H: 347 um
  – Ports: 113
  – Placement Rows: 126
  – Floorplan Utilization: 0.404
  – Chip footprint: 121000 sq um

GRT
  – First-pass GRT wire length: 219000 um
  – Vias in the first global route: 31987
  – Largest net degree at the start of global routing: 67
  – Initial antenna violation count: 2
  – GRT Util Overall: 0.280
  – GRT overflow: 0

Final timing
  – Hold WS: 1280 ps
  – Final Critical Period: 5250 ps
  – Setup violators final: 0
  – Fin. Hold Viols: 0
  – Slew HR: 0.347
  – Worst-Margin Slew: 977 ps
  – Fmax: 190 MHz
  – Setup TNS: 0 ps
  – Post-layout period usage: 0.922
  – Slew Viols, Final: 0
  – RSZ-0062 raised after global routing: no

Finish
  – Layout cells sized above 1: 0.302
  – Max reg flops: 1024
  – Filler cell count: 9447
  – Comb area: 16200 sq um
  – P&R area growth vs syn: 16.4%
  – Flop area: 30700 sq um

CTS
  – Root buf cell: clkbuf_16
  – # Post-CTS Setup Buffers: 0
  – Clock sinks: 1024
  – CTS Hold Bufs: 0
  – CTS tree: built
  – Num CTS Buffers: 105
  – Clk slew on worst S/H paths: 70 ps
  – Clk buf depth: 3
  – CTS H-tree lvls: 3
  – # resized after CTS: 0

Power and ir drop
  – Cell Pwr Density: 310 nW/um^2
  – Peak supply drop: 252 uV
  – Pleak: 17.7 nW

Drt
  – ANT nets after route: 0
  – WL/cell: 35.0 um
  – Iteration count of the initial detailed-routing pass: 5
  – # DRC: 0
  – Vias: 28132
  – Antenna cells: 0
  – Routed WL: 153000 um
  – DRT iter0 DRCs: 1827
  – Vias/cell: 6.45

Synthesis
  – Synth Cell Area: 47700 sq um
  – Area leader share: 0.645
  – Cell Type Count: 52
  – Ranking of synthesized cells by area: edfxtp_1 64%, mux4_2 19%, mux2i_1 4.5%, a22oi_1 2.2%, o221ai_1 1.2%
  – EDFF count, synth: 1024
  – Synth async-reset ratio: 0
  – Avg Cell Area, Syn: 18.8 sq um
  – Synth Warn #: 1
  – Yosys reg bits: 1024
  – Sequential element share of the synthesized area: 0.645
  – Synth cell count leaders: 1024 x edfxtp_1, 408 x mux4_2, 215 x mux2i_1, 139 x a22oi_1, 105 x a21oi_1
  – Most frequent cell after synthesis: edfxtp_1
  – Syn Inst Count: 2543
  – Commonest flop: edfxtp_1
  – # Cells Yosys: 2543
  – Largest area contributor in the synthesized netlist: edfxtp_1
  – Yosys stat area: 47700 sq um

Setup path
  – Req. time, crit path: 4560 ps
  – Worst EP arrival: 4110 ps
  – CP Launch Type: input pin
  – Crit-path most repeated cell: buf_4
  – Crit end category: primary output
  – CP top delay family: buffers and inverters
  – Slowest stage delay, CP: 630 ps
  – Crit-path cells: buf_4, buf_4, nor2b_1, buf_4, a221oi_1, a21oi_1, nor4b_1, a211o_1, clkdlybuf4s50_1
  – Bufs and invs on worst path: 4
  – Crit path kind: in2out
  – Slowest-stage cell, CP: nor4b_1
  – Crit-path max FO: 26

Run status
  – Status: finished clean

Flow run
  – MaxCap Viol Count: 0
  – Log Warnings: 26

Placed design
  – DPL Wire Length: 89100 um
  – PortBufs: 112
  – GP Congestion: 0.873

Hold path
  – Hold crit path type: in2reg
final timing paths:
check,from,end,slack (ps),cells after the start
worst max-delay path,rs1[2],data_r_1[19],450,9
worst min-delay path,data_w[1],regFile[15][1]$_DFFE_PP_,1280,2
cells in the final DEF (no fill, tap or decap), drive strengths merged, types with 44 or more instances in the layout:
master / netlist / final
o221ai: 65 / 65
buf: 115 / 196
nor2: 44 / 44
clkdlybuf4s50: 0 / 103
a21oi: 105 / 105
edfxtp: 1024 / 1024
clkinv: 0 / 50
mux2i: 215 / 215
clkbuf: 104 / 113
a22oi: 139 / 139
nand2: 100 / 100
mux4: 410 / 410
final cells by class:
type	count	area share
Sequential cell	1024	0.554
Multi-Input combinational cell	1298	0.291
Tap cell	1536	0.0346
Inverter	2	0.000135
Clock buffer	113	0.0482
Clock inverter	87	0.0173
Timing Repair Buffer	299	0.0547
power breakdown:
| group | internal, mW | leakage, nW | switching, mW |
|---|---|---|---|
| Combinational | 0.704 | 6.74 | 0.884 |
| Sequential | 8.38 | 9.22 | 0.0362 |
| Clock | 4.23 | 1.75 | 2.97 |
| Total | 13.3 | 17.7 | 3.89 |
per-layer routing:
layer / vias up / part of all wire / track usage / wire length, um
met5: - / 0.0028 / 0.0256 / 434
met4: 15 / 0.046 / 0.0945 / 6980
met3: 370 / 0.20 / 0.246 / 30300
met2: 2342 / 0.45 / 0.391 / 68700
met1: 14008 / 0.30 / 0.311 / 46300
li1: 11397 / - / - / -
stage by stage:
| step | area (sq um) | util | total power, mW | cells | setup slack (ps) |
|---|---|---|---|---|---|
| floorplan | 47700 | - | 9.42 | 2543 | 1760 |
| global placement | 51900 | 0.440 | 10.1 | 4159 | 405 |
| detailed placement | 51900 | 0.440 | 10.2 | 4159 | 415 |
| CTS | 55500 | 0.470 | 17.3 | 4359 | 414 |
| global route | 55500 | 0.470 | 17.7 | 4359 | 313 |
| finish | 55500 | 0.470 | 17.2 | 4359 | 447 |
cell families after synthesis:
kind of cell,after synthesis,share of synthesized area
xor gates and xnor gates,10,0.00184
buffers and inverters,221,0.0225
DFF,1024,0.645
AOI/OAI and AO/OA,446,0.0686
and+or+nand+nor,199,0.0195
muxes,643,0.243
No activity file was given, so power comes from the tool's default toggle rates.
