==> design/flow/design.v <==
module ID_EXPplReg(PCPlusBy4,StallMux_o,Shamt_Mux_o,IF_ID_rt_FMux_o,SignEXUnit_o,
      ID_EX_PCPlusBy4,ID_EX_Instr,ID_EX_rs,ID_EX_rt,ID_EX_SignEX_o,Stall_en,
      CLK);
      input CLK;
      input Stall_en;
      input[31:0] PCPlusBy4;
      input[31:0] StallMux_o;
      input[31:0] Shamt_Mux_o;
      input[31:0] IF_ID_rt_FMux_o;
      input[31:0] SignEXUnit_o;
      output[31:0] ID_EX_PCPlusBy4;
      output[31:0] ID_EX_Instr;
      output[31:0] ID_EX_rs;
      output[31:0] ID_EX_rt;
      output[31:0] ID_EX_SignEX_o;      
      reg[31:0] Reg1;
      reg[31:0] Reg2;
      reg[31:0] Reg3;
      reg[31:0] Reg4;
      reg[31:0] Reg5;
      assign ID_EX_PCPlusBy4=Reg1;
      assign ID_EX_Instr=Reg2;
      assign ID_EX_rs=Reg3;      
      assign ID_EX_rt=Reg4;
      assign ID_EX_SignEX_o=Reg5;
      initial
        begin
          Reg1<=0;
          Reg2<=0;
          Reg3<=0;
          Reg4<=0;
          Reg5<=0;
        end
      always@(posedge CLK)
        begin
          Reg1<=PCPlusBy4;
          Reg2<=StallMux_o;
          Reg3<=Stall_en?0:Shamt_Mux_o; 
          Reg4<=Stall_en?0:IF_ID_rt_FMux_o; 
          Reg5<=Stall_en?0:SignEXUnit_o; 
        end
endmodule
==> design/flow/run.sh <==
#!/bin/bash
# OpenROAD 26Q1-2900-gdf79404cd8, Yosys 0.63+post, stock flow scripts
make -C /OpenROAD-flow-scripts/flow DESIGN_CONFIG=/design/flow/config.mk WORK_HOME=/design/flow/orfs finish
==> design/flow/config.mk <==
export PLATFORM = sky130hd
export DESIGN_NAME = ID_EXPplReg
export DESIGN_NICKNAME = ID_EXPplReg
export VERILOG_FILES = /design/flow/design.v
export SDC_FILE = /design/flow/constraint.sdc
export NUM_CORES = 4
export LEC_CHECK = 1
export CORE_AREA = 10 10 162 162
export DIE_AREA = 0 0 172 172
==> design/flow/constraint.sdc <==
current_design ID_EXPplReg

set clk_period 1.0
set clk_io_pct 0.2

create_clock -name clk0 -period $clk_period [get_ports {CLK}]

set non_clock_inputs [all_inputs -no_clocks]
set_input_delay [expr $clk_period * $clk_io_pct] -clock clk0 $non_clock_inputs
set_output_delay [expr $clk_period * $clk_io_pct] -clock clk0 [all_outputs]
==> flow_summary.yaml <==
# physical design summary
drt:
  dr.pass1.iters: 4
  drtIter0Drc: 73
  wl_per_cell_um: 16.16
  routed_wl_mm: 14.56
  avgViaCountPerCell: 3.335
  ant_nets: 0
  vias: 3005
  insertedDiodeCount: 0
  drc_errors: 0
outcome:
  status: "complete, but fails checks"
  violations: "setup timing"
global_route:
  gr-usage-met1_pct: 10.70
  grt_pass1_vias: 3192
  grt-ovfl-total: 0
  grt_start_max_net_pins: 42
  gr-usage-all-layers_pct: 9.136
  grt_pass1_wl_mm: 20.21
  antenna_found_initial: 0
  met3_usage_pct: 4.706
  grt-busiest-layer: "met2"
  grt_use_met2_pct: 14.96
worst_hold_path:
  min_path_type: "in -> reg"
  min-delay-start: "Stall_en"
  hold_end: "Reg5[28]"
  whs_path_depth: 3
worst_setup_path:
  setup.worst_path.end_class: "primary output"
  critPathRequiredTime_ns: 0.80
  cp-start-kind: "register"
  crit_buf_inv: 1
  crit_fanout: 1
  path_cells: "buf_2"
  path_class: "reg -> out"
  critPathTopFamily: "flip-flops"
  crit_slowest_cell: "dfxtp_2"
  cp.arrival_ns: 0.84
  cp_slowest_stage_delay_ns: 0.32
layout:
  drive_gt1_share_pct: 36.53
  finish.instance_area_um2: 7326
  lay_top_cells: "clkdlybuf4s50_1, buf_2, dfxtp_1"
  lay_top_count: "clkdlybuf4s50_1"
  fin_util_pct: 32.26
  syn_to_final_growth_pct: 88.75
clock_network:
  cts.clk_slew.worst_paths_ns: 0.07
  cts.hold.buffers_added: 0
  cts-htree-levels: 4
  clock_path_buffers: 2
  numClockSinks: 160
  post-cts-setup-buffer-count: 0
  numCtsBuffers: 17
  clock-root-buffer: "clkbuf_16"
  cts_tree: "done"
synth:
  syn_inst: 266
  ys_seq_share_pct: 82.53
  synth_cell_type_count: 5
  synth_top_area_share_pct: 82.53
  ys_ff: 160
  ys.warnings.count: 1
  synth_area_um2: 3881
  topCellsByArea: "dfxtp_1, nor2b_1, buf_6"
  ys_cells: 266
  syn_avg_cell_area_um2: 14.59
  yosysTopAreaCell: "dfxtp_1"
  ys_area_um2: 3881
power_and_ir_drop:
  ir_drop_mv: 0.8449
  power_w: 0.01446
  powerDensity_nw_per_um2: 1973
  power.leakage_nw: 3.238
placement:
  portBuffers: 321
  routabilityCongestion: 0.8357
  dp_hpwl_mm: 11.97
  place_ws_ns: -0.04966
  dpl-instance-area_um2: 7461
final_timing:
  rsz0062_at_grt: "yes"
  min_period_over_period_pct: 104.3
  fmaxAchievable_mhz: 958.6
  slew_viol_final: 0
  setup_violations: 160
  worst_pin_slew_ns: 0.2050
  maxSlewHeadroom_pct: 86.34
  setup_slack_ns: -0.04322
  hold_viol_final: 0
  fin_crit_ns: 1.043
floorplanning:
  die_h_um: 172
  initCoreUtil_pct: 17.09
  ioPinCount: 322
  core_area_um2: 22710
  die_w_um: 172
  chip_area_um2: 29580
  rows: 55
job:
  drv_cap: 0
  warnings: 27
## report_power, final
part           internal (W)  leakage, nW  total (W)  switching (W)
combinational      0.000892         1.61    0.00117       0.000276
clock               0.00357        0.288    0.00649        0.00293
sequential          0.00672         1.34    0.00679      0.0000712
## final cells by class
cell class                      instances  area [um^2]
Clock buffer                           17        425.4
Clock inverter                         15        171.4
Fill cell                            2371        15380
Multi-Input combinational cell         96        600.6
Sequential cell                       160         3234
Tap cell                              285        356.6
Timing Repair Buffer                  328         2537
## layer usage
metal / wire [um] / part of all wire [%]
met1: 5536 / 38
met2: 7030 / 48
met3: 1756 / 12
met4: 239 / 1.6
met5: 0 / 0
## worst min-delay path, stage by stage
cell and delay [ns]:
buf_4 0.11, buf_12 0.16, nor2b_1 0.06
## state kept, by name, indices dropped and copies added, names as in the netlist
register and count:
Reg2 32, Reg1 32, Reg4 32, Reg5 32, Reg3 32
## kinds of logic (layout without fill, tap and decap cells)
family        after synthesis  count (layout)  share of synthesized area [%]
flops                     160             160                          82.53
simple gates               96              96                          15.47
buf+inv                    10             360                          1.999
## synth_stat cells
library cell	instances
buf_6	4
buf_2	5
nor2b_1	96
dfxtp_1	160
buf_4	1
## repair_timing
item,CTS,global route
setup endpoints to repair,160,160
hold endpoints to repair,0,0
resized,536,18
pin swaps,0,0
## worst max path at each step
stage / startpoint / end / slack (ns) / cells past startpoint
6_report: Reg1[30] / ID_EX_PCPlusBy4[30] / -0.04 / 1
5_1_grt: Reg4[29] / ID_EX_rt[29] / -0.09 / 1
4_1_cts: Reg1[30] / ID_EX_PCPlusBy4[30] / -0.08 / 1
## stage by stage
step / instances / setup TNS [ns] / hold WS, ns
detailed placement: 869 / -0.1177 / 0.6037
global placement: 869 / -0.1448 / 0.6000
global route: 901 / -11.13 / 0.1446
finish: 901 / -2.735 / 0.1619
floorplan: 266 / 0 / 0.2277
CTS: 901 / -8.196 / 0.1498
Power is estimated from default activity; no workload was simulated.
